===== flow/config.mk =====
export PLATFORM = sky130hd
export DESIGN_NAME = caesar_cipher
export DESIGN_NICKNAME = caesar_cipher
export VERILOG_FILES = /design/flow/design.v
export SDC_FILE = /design/flow/constraint.sdc
export NUM_CORES = 4
export LEC_CHECK = 1
export CORE_UTILIZATION = 30

===== flow/constraint.sdc =====
current_design caesar_cipher

set clk_period 1.0
set clk_io_pct 0.2

create_clock -name clk0 -period $clk_period [get_ports {clk}]

set non_clock_inputs [all_inputs -no_clocks]
set_input_delay [expr $clk_period * $clk_io_pct] -clock clk0 $non_clock_inputs
set_output_delay [expr $clk_period * $clk_io_pct] -clock clk0 [all_outputs]

===== flow/design.v =====
module caesar_cipher (
   input            clk
  ,input            rst_n
  ,input            ptxt_valid  
  ,input            mode  
  ,input            key_shift_dir  
  ,input      [4:0] key_shift_num_1  
  ,input      [4:0] key_shift_num_2  
  ,input      [7:0] ptxt_char
  ,output reg [7:0] ctxt_char
  ,output reg       err_invalid_key_shift_num
  ,output reg       err_invalid_ptxt_char
  ,output reg       ctx_ready
);
  localparam NUL_CHAR = 8'h00;
  localparam UPPERCASE_A_CHAR = 8'h41;
  localparam UPPERCASE_Z_CHAR = 8'h5A;
  localparam LOWERCASE_A_CHAR = 8'h61;
  localparam LOWERCASE_Z_CHAR = 8'h7A;
  wire       ptxt_char_is_uppercase_letter;
  wire       ptxt_char_is_lowercase_letter;
  wire       ptxt_char_is_letter;
  wire	     err_invalid_key_shift_num_wire;
  wire 	     err_invalid_ptxt_char_wire;
  reg  [7:0] sub_letter;
  assign err_invalid_key_shift_num_wire = key_shift_num_1 > 26 || key_shift_num_2 > 26 || key_shift_num_1==key_shift_num_2;
  assign ptxt_char_is_uppercase_letter = (ptxt_char >= UPPERCASE_A_CHAR) &&
                                         (ptxt_char <= UPPERCASE_Z_CHAR);
  assign ptxt_char_is_lowercase_letter = (ptxt_char >= LOWERCASE_A_CHAR) &&
                                         (ptxt_char <= LOWERCASE_Z_CHAR);
  assign ptxt_char_is_letter = ptxt_char_is_uppercase_letter ||
                               ptxt_char_is_lowercase_letter;
  assign err_invalid_ptxt_char_wire = !ptxt_char_is_letter;
  always @ (*)
    if(!mode) begin  
        if(!key_shift_dir) begin
            sub_letter = ptxt_char + {3'b000, key_shift_num_1} + {3'b000, key_shift_num_2};
            if(ptxt_char_is_uppercase_letter && (sub_letter > UPPERCASE_Z_CHAR))begin
                sub_letter -= 8'h1A;
				if(sub_letter > UPPERCASE_Z_CHAR)
					sub_letter -= 8'h1A;
				else 
					sub_letter = sub_letter;
			end 
			else sub_letter = sub_letter;
            if(ptxt_char_is_lowercase_letter && (sub_letter > LOWERCASE_Z_CHAR))begin
                sub_letter -= 8'h1A;
				 if(sub_letter > LOWERCASE_Z_CHAR)
					sub_letter -= 8'h1A;
				 else 
					sub_letter = sub_letter;
			end
			else
				sub_letter = sub_letter;
        end
		else if(key_shift_dir) begin
            sub_letter = ptxt_char - {3'b000, key_shift_num_1} - {3'b000, key_shift_num_2};
            if(ptxt_char_is_uppercase_letter && (sub_letter < UPPERCASE_A_CHAR))begin
                sub_letter += 8'h1A;
				 if((sub_letter < UPPERCASE_A_CHAR))
					sub_letter += 8'h1A;
				else
					sub_letter = sub_letter;
			end
			else
				sub_letter = sub_letter;
            if(ptxt_char_is_lowercase_letter && (sub_letter < LOWERCASE_A_CHAR))begin
                sub_letter += 8'h1A;
				  if((sub_letter < LOWERCASE_A_CHAR))
					sub_letter += 8'h1A;
				  else
					sub_letter = sub_letter;
			end
			else
				sub_letter = sub_letter;
        end
		else
			sub_letter = NUL_CHAR;
    end
    else begin  
        if(!key_shift_dir) begin
            sub_letter = ptxt_char - {3'b000, key_shift_num_1} - {3'b000, key_shift_num_2};
            if(ptxt_char_is_uppercase_letter && (sub_letter < UPPERCASE_A_CHAR || sub_letter > 200))begin
                sub_letter += 8'h1A;
				 if(sub_letter < UPPERCASE_A_CHAR  || sub_letter > 200)
					sub_letter += 8'h1A;
				else
					sub_letter = sub_letter;
			end
			else
				sub_letter = sub_letter;
            if(ptxt_char_is_lowercase_letter && (sub_letter < LOWERCASE_A_CHAR))begin
                sub_letter += 8'h1A;
				if(sub_letter < LOWERCASE_A_CHAR)
					sub_letter += 8'h1A;
				else
					sub_letter = sub_letter;
			end
			else
				sub_letter = sub_letter;			
        end
        else if(key_shift_dir) begin
            sub_letter = ptxt_char + {3'b000, key_shift_num_1} + {3'b000, key_shift_num_2};
             if(ptxt_char_is_uppercase_letter && (sub_letter > UPPERCASE_Z_CHAR))begin
                sub_letter -= 8'h1A;
				if((sub_letter > UPPERCASE_Z_CHAR))
					sub_letter -= 8'h1A;
				else
					sub_letter = sub_letter;
			end
			else
				sub_letter = sub_letter;
            if(ptxt_char_is_lowercase_letter && (sub_letter > LOWERCASE_Z_CHAR))begin
                sub_letter -= 8'h1A;
				 if((sub_letter > LOWERCASE_Z_CHAR))
					sub_letter -= 8'h1A;
				 else
					sub_letter = sub_letter;
			end
			else
				sub_letter = sub_letter;
        end
		else
			sub_letter = NUL_CHAR;
    end
  always @ (posedge clk or negedge rst_n)
    if(!rst_n)begin
      ctx_ready <= 1'b0;
      ctxt_char <= NUL_CHAR;
      err_invalid_key_shift_num <= 1'b0;
	  err_invalid_ptxt_char <=1'b0;
	  end
    else if(err_invalid_ptxt_char_wire || err_invalid_key_shift_num_wire || !ptxt_valid) begin
      ctx_ready <= 1'b0;
      ctxt_char <= NUL_CHAR;
	  err_invalid_key_shift_num <= 1'b1;
	  err_invalid_ptxt_char <=1'b1;
	  end
    else begin
      ctx_ready <= 1'b1;
      ctxt_char <= sub_letter;
	  err_invalid_key_shift_num <= 1'b0;
	  err_invalid_ptxt_char <=1'b0;
	  end
endmodule

===== flow/run.sh =====
#!/bin/bash
# OpenROAD 26Q1-2900-gdf79404cd8, Yosys 0.63+post, stock flow scripts
make -C /OpenROAD-flow-scripts/flow DESIGN_CONFIG=/design/flow/config.mk WORK_HOME=/design/flow/orfs finish

==> reports/qor.csv <==
metric;value;unit
status;finished, violations left;
violations;negative setup slack;
drt_pass1_iterations;4;
antenna_left;0;
max-slew-margin-rel;0.491;
rsz0062_at_grt;true;
ys_types;93;
hp-class;primary input to asynchronous set/reset pin;
top_area_cell;ha_1;
avgRoutedWirePerCell;14.5;um
startpoint;key_shift_num_2[2];
crit_path_start_kind;primary input;
p_clk_frac;0.037;
grt_max_degree;12;
drc;0;
critPathRequiredTime;1.09;ns
gp_congestion;0.939;
power_leakage;3.36;nW
yosys_area;4300;um2
hold_viol;0;
critPathCapture;ctxt_char[4];
io_pins;34;
fin_cells;1028;
power_switching;0.00837;W
cp_slowest_cell;fa_2;
port_buffers;33;
initial_core_util;0.309;
synthCells;566;
synth.cells.most_frequent;nand2_1 (45), nor2_1 (39), ha_1 (38), inv_1 (37), a21oi_1 (36);
routed_wl;15000;um
tool_warnings;51;
cts.reportedPaths.clkPinSlew;0.04;ns
drv_slew;0;
setup_violations;10;
p_int;0.00972;W
diodes;0;
synthArstFlopShare;1.00;
track_usage;0.209;
hold_buffers;0;
post-route-period-util;5.13;
cts_buffers;3;
h-tree-depth;1;
peakVddDrop;1030;uV
grt_antenna_before_repair;0;
fin_crit;5.13;ns
max_slew.worst_pin.slew;0.756;ns
yosysWarningCount;1;
place_inst;981;
cp-end-kind;flop;
pwr-share-comb;0.939;
netSwitchingFraction;0.463;
power_frac_seq;0.024;
drt-initial-drc-count;303;
p_per_area;2330;nW/um2
area_delta_synth_final;80.5;%
cts_root_buffer;clkbuf_16;
synth-main-ff-cell;dfrtp_1;
ys_seq_frac;0.0582;
synth_flops;10;
layout_setup_ws;-4.13;ns
dieArea;14800;um2
num_vias;5374;
fmax;195;MHz
rows;43;
syn-cell-area;4300;um2
final_layout_size_suffix_gt1_frac;0.525;
crit_fanout;11;
cts_sinks;10;
crit_type;primary input to flop;
die_w;122;um
grt-ovfl-total;0;
grt_pass1_wl;25100;um
cts_buffer_depth;2;
syn_area_per_cell;7.60;um2
die.size.y;122;um
synth_top_area_share;0.110;
cts_tree;done;
core-area;13900;um2
yosys-stat-cells;566;
detailed_place_hpwl;11800;um
total_power;0.0181;W
timing.critical_path.mode_cell;buf_4;
worst_path_largest_cell_delay;0.60;ns
edf_count;0;
cp.arrival;5.22;ns
vias_per_cell;5.23;
yosysMostFrequentCell;nand2_1;
top_cells_by_area;ha_1 (11%), dfrtp_1 (5.8%), fa_1 (4.7%), xnor2_1 (4.5%), a21oi_1 (4.2%);
drv_cap;0;
grt_pass1_vias;5302;
## routing by layer
layer,vias up,part of all wire,global-route usage
met2,86,0.45,0.333
met3,14,0.026,0.0134
met1,2552,0.51,0.322
li1,2722,-,-
met5,-,0,0
met4,0,0.0086,0.0224
## placed cells by master (no fill, tap or decap), types with 10 or more instances in the layout
cell,count
nand2_1,38
nand3_1,18
ha_1,21
xnor2_2,17
clkdlybuf4s15_1,11
buf_4,250
nor2_1,35
ha_4,15
a21oi_1,28
dfrtp_1,10
a21o_1,14
buf_6,21
nor3_1,12
nand2b_1,10
inv_1,25
o21ai_0,20
## kinds of logic after synthesis
kind of cell             Yosys count  synth area share
adder cells (fa/ha/maj)           48             0.157
AND/OR/NAND/NOR                  201             0.258
AND-OR/OR-AND                    203             0.354
flip-flops                        10            0.0582
buffers and inverters             61            0.0605
multiplexers                       9            0.0241
XOR/XNOR                          34            0.0878
## timing repair
| action | 4_1_cts | 5_1_grt |
|---|---|---|
| setup endpoints to repair | 21 | 10 |
| setup buffers | 32 | 17 |
| pin swaps | 70 | 54 |
| gates resized | 167 | 55 |
| hold endpoints to repair | 0 | 0 |
## worst max-delay path, delay by kind of cell
family / cells / cell delay [ns]
buffers and inverters: 12 / 1.51
adder cells (fa/ha/maj): 1 / 0.60
AND/OR/NAND/NOR: 5 / 1.37
AND-OR/OR-AND: 9 / 1.54
## per-stage QoR
step / utilization / area [um2] / setup TNS [ns] / worst slack (ns) / hold slack, ns
CTS: 0.530 / 7390 / -30.60 / -4.17 / 0.295
detailed placement: 0.479 / 6680 / -39.03 / -5.11 / 0.535
global placement: 0.479 / 6680 / -38.57 / -5.02 / 0.524
global route: 0.558 / 7770 / -32.32 / -4.42 / 0.320
floorplan: - / 4550 / -32.67 / -4.80 / -0.0956
finish: 0.558 / 7770 / -30.24 / -4.13 / 0.281
## state kept, by name, indices dropped and copies added (netlist names)
signal                 count
ctx_ready                  1
ctxt_char                  8
err_invalid_ptxt_char      1
## power groups by stage
stage                 clock, W  combinational (W)  sequential, W
after global routing  0.000708             0.0184       0.000436
after CTS             0.000688             0.0159       0.000435
final                 0.000678             0.0170       0.000434
## worst min-delay path by stage
| stage | to | slack (ns) | cells past startpoint |
|---|---|---|---|
| after CTS | err_invalid_ptxt_char | 0.29 | 1 |
| after global routing | err_invalid_ptxt_char | 0.32 | 1 |
| final | err_invalid_ptxt_char | 0.28 | 1 |
## area by class of cell
| class | instances | area (um2) |
|---|---|---|
| sequential | 10 | 250 |
| tap | 180 | 225 |
| multi-input combinational | 495 | 4610 |
| clock buffer | 3 | 75.1 |
| fill | 1138 | 6170 |
| timing repair buffer | 301 | 2410 |
| inverter | 39 | 199 |
Power is estimated from default activity; no workload was simulated.
